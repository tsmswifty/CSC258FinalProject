`./config.mk`:
```
export PLATFORM = sky130hd
export DESIGN_NAME = keyboard_press_driver
export DESIGN_NICKNAME = keyboard_press_driver
export VERILOG_FILES = /design/flow/design.v
export SDC_FILE = /design/flow/constraint.sdc
export NUM_CORES = 4
export LEC_CHECK = 1
export CORE_UTILIZATION = 30
```
`./run.sh`:
```
#!/bin/bash
# OpenROAD 26Q1-2900-gdf79404cd8, Yosys 0.63+post, stock flow scripts
make -C /OpenROAD-flow-scripts/flow DESIGN_CONFIG=/design/flow/config.mk WORK_HOME=/design/flow/orfs finish
```
`./constraint.sdc`:
```
current_design keyboard_press_driver

set clk_period 2.6
set clk_io_pct 0.2

create_clock -name clk0 -period $clk_period [get_ports {CLOCK_50}]

set non_clock_inputs [all_inputs -no_clocks]
set_input_delay [expr $clk_period * $clk_io_pct] -clock clk0 $non_clock_inputs
set_output_delay [expr $clk_period * $clk_io_pct] -clock clk0 [all_outputs]
```
`./design.v`:
```
module keyboard_inner_driver(keyboard_clk, keyboard_data, clock50, reset, read, scan_ready, scan_code);
input keyboard_clk;
input keyboard_data;
input clock50;  
input reset;
input read;
output scan_ready;
output [7:0] scan_code;
reg ready_set;
reg [7:0] scan_code;
reg scan_ready;
reg read_char;
reg clock;  
reg [3:0] incnt;
reg [8:0] shiftin;
reg [7:0] filter;
reg keyboard_clk_filtered;
always @ (posedge ready_set or posedge read)
if (read == 1) scan_ready <= 0;
else scan_ready <= 1;
always @(posedge clock50)
    clock <= ~clock;
always @(posedge clock)
begin
   filter <= {keyboard_clk, filter[7:1]};
   if (filter==8'b1111_1111) keyboard_clk_filtered <= 1;
   else if (filter==8'b0000_0000) keyboard_clk_filtered <= 0;
end
always @(posedge keyboard_clk_filtered)
begin
   if (reset==1)
   begin
      incnt <= 4'b0000;
      read_char <= 0;
   end
   else if (keyboard_data==0 && read_char==0)
   begin
    read_char <= 1;
    ready_set <= 0;
   end
   else
   begin
       if (read_char == 1)
           begin
              if (incnt < 9) 
              begin
                incnt <= incnt + 1'b1;
                shiftin = { keyboard_data, shiftin[8:1]};
                ready_set <= 0;
            end
        else
            begin
                incnt <= 0;
                scan_code <= shiftin[7:0];
                read_char <= 0;
                ready_set <= 1;
            end
        end
    end
end
endmodule
module keyboard_press_driver(
  input  CLOCK_50, 
  output reg valid, makeBreak,
  output reg [7:0] outCode,
  input    PS2_DAT,  
  input    PS2_CLK,  
  input reset
);
parameter FIRST = 1'b0, SEENF0 = 1'b1;
reg state;
reg [1:0] count;
wire [7:0] scan_code;
reg [7:0] filter_scan;
wire scan_ready;
reg read;
parameter NULL = 8'h00;
initial 
begin
	state = FIRST;
	filter_scan = NULL;
	read = 1'b0;
	count = 2'b00;
end
keyboard_inner_driver kbd(
  .keyboard_clk(PS2_CLK),
  .keyboard_data(PS2_DAT),
  .clock50(CLOCK_50),
  .reset(reset),
  .read(read),
  .scan_ready(scan_ready),
  .scan_code(scan_code)
);
always @(posedge CLOCK_50)
	case(count)
		2'b00:
			if(scan_ready)
				count <= 2'b01;
		2'b01:
			if(scan_ready)
				count <= 2'b10;
		2'b10:
			begin
				read <= 1'b1;
				count <= 2'b11;
				valid <= 0;
				outCode <= scan_code;
				case(state)
					FIRST:
						case(scan_code)
							8'hF0:
								begin
									state <= SEENF0;
								end
							8'hE0:
								begin
									state <= FIRST;
								end
							default:
								begin
									filter_scan <= scan_code;
									if(filter_scan != scan_code)
										begin
											valid <= 1'b1;
											makeBreak <= 1'b1;
										end
								end
						endcase
					SEENF0:
						begin
							state <= FIRST;
							if(filter_scan == scan_code)
								begin
									filter_scan <= NULL;
								end
							valid <= 1'b1;
							makeBreak <= 1'b0;
						end
				endcase
			end
		2'b11:
			begin
				read <= 1'b0;
				count <= 2'b00;
				valid <= 0;
			end
	endcase
endmodule 
```
==> job_summary.md <==
### Flow metrics

| Metric | Value |
|---|---|
| Outcome | finished clean |
| Crit path cell chain | inv_1 -> ha_1 -> nand2b_1 -> a21oi_1 -> buf_4 |
| R2r endpoint | filter_scan[7] |
| FP Util | 31.63% |
| Initial antenna violation count | 0 |
| Post-synth EDFFs | 40 |
| Synth Seq Share | 74.30% |
| HPWL Detailed | 1800 µm |
| FF-to-FF path depth | 5 |
| Post-cts sizing count | 0 |
| Post-Synthesis Cell Area | 2054 µm² |
| Final period utilization | 67.78% |
| Power Density | 269.2 nW/µm² |
| Top FF cell, synth | edfxtp_1 |
| Ys Warns | 2 |
| Post-synth ARST share | 1.786% |
| Total power draw | 0.6271 mW |
| Die ar. | 7183 µm² |
| Hold path cells | 1 |
| CP bufs+invs | 2 |
| Global route total overflow | 0 |
| Count of different cell masters after synthesis | 31 |
| Clock Skews | 0.007007 ns |
| Area delta synth->final | 13.40% |
| CP Launch Type | flip-flop |
| Ant diodes | 0 |
| Placed cells | 226 |
| First-pass GRT wire length | 4381 µm |
| Post-Synthesis Cells | 136 |
| #FFs+latches synth | 56 |
| Peak supply drop | 0.1481 mV |
| Share of layout cells above drive strength 1 | 8.497% |
| DR iter-0 viols | 35 |
| # Post-CTS Setup Buffers | 0 |
| Die Width | 84.76 µm |
| Core footprint | 6495 µm² |
| Site Rows | 29 |
| Post-DRT Antenna Nets | 0 |
| Hold Path End | kbd.clock |
| Critical path class | reg2reg |
| Min-Delay Startpoint | kbd.clock |
| Port Buffer Count | 13 |
| GP Congestion | 0.7400 |
| Crit-path leading delay family | adder cells |
| Number of unconstrained endpoints | 58 |
| P_int | 0.5121 mW |
| Crit-path max cell delay | 0.48 ns |
| Largest net degree at the start of global routing | 26 |
| Via Count | 996 |
| CTS tree | built |
| Clk latency of the worst-skew pair | 0.26 ns |
| RSZ-0062 raised after global routing | no |
| CP Capture Type | flip-flop |
| CP max FO | 12 |
| H-tree depth | 1 |
| R2r startpoint | count[0] |
| Vias per cell | 4.330 |
| Worst-path clk slew | 0.08 ns |
| Fillers | 598 |
| Seq pwr share | 63.8% |
| Count of pins over their slew limit | 0 |
| Max-Cap Viols | 0 |
| Critical path required time | 2.57 ns |
| Number of buffers created by CTS | 3 |
| Count of unclocked register or latch pins | 33 |
| CTS Root Buffer Type | clkbuf_8 |
| Die H | 84.76 µm |
| Worst min path class | reg2reg |
| Max-slew headroom | 52.81% |
| Number of I/O pins | 14 |
| Hold Buf Count CTS | 0 |
| Final setup fails | 0 |
| Tmin final | 1.762 ns |
| Worst-margin pin slew | 0.7052 ns |
| Setup_tns | 0 ns |
| Clk buf depth | 2 |
| Non-Filler Instances | 230 |
| Pleak | 0.8267 nW |
| Detailed Route WL | 2458 µm |
| Vias in the first global route | 986 |
| Slowest stage cell, crit path | ha_1 |
| # Cells Yosys | 136 |
| First-pass detailed-route iteration total | 16 |
| Drt wl/cell | 10.69 µm |
| YS chip area | 2054 µm² |
| Hold Vio Cnt, Final | 0 |
| Clk pwr share | 34.7% |
| Critical Path AT | 1.74 ns |
| Syn_area_per_cell | 15.11 µm² |
| Highest Clock Rate | 0.5675 GHz |
| DRC viols | 0 |
| R2R Setup Slk | 0.84 ns |
| Sw Ratio | 18.34% |
| Psw | 0.1150 mW |
| Tot GR Track Use | 7.736% |
| Tool warnings | 29 |
| Logic gate share of total power | 1.5% |
synth_stat cells, types with 2 or more instances:
library cell,number,share of area [%]
nand2_1,6,1.1
nand2b_1,3,0.91
or2_2,2,0.61
xor2_1,8,3.4
dfxtp_1,15,15
edfxtp_1,40,58
nor2b_1,7,2.1
inv_1,11,2.0
a21oi_1,6,1.5
nor4_2,2,1.2
nand3_1,3,0.73
ha_1,6,3.7
nand4_1,2,0.61
nor2_1,8,1.5
state kept, by name, indices dropped and copies added (netlist names), 2 cells and up:
| name | count |
|---|---|
| kbd.scan_code | 8 |
| count | 2 |
| outCode | 8 |
| kbd.filter | 8 |
| kbd.incnt | 4 |
| filter_scan | 8 |
| kbd.shiftin | 9 |
routing by layer:
metal  share of wire, %  vias to the layer above  wire [µm]  track usage (%)
li1                   -                      514          -                -
met1                 53                      459       1309            13.36
met2                 42                       21       1025            10.94
met3                4.1                        2        101            1.693
met4               0.90                        0         22            1.079
met5                  0                        -          0                0
power groups by stage:
| stage | Combinational, mW | Sequential [mW] | Clock, mW |
|---|---|---|---|
| final | 0.00918 | 0.400 | 0.218 |
| after global routing | 0.00994 | 0.400 | 0.241 |
| after CTS | 0.00929 | 0.400 | 0.222 |
area by class of cell:
| class | count | area [µm²] | area share (%) |
|---|---|---|---|
| clock buffers | 3 | 41.29 | 1.772 |
| clock inverters | 1 | 5.005 | 0.2148 |
| inverters | 11 | 41.29 | 1.772 |
| multi-input cells | 68 | 481.7 | 20.68 |
| flip-flops and latches | 56 | 1526 | 65.52 |
| well taps | 77 | 96.34 | 4.135 |
| repair buffers | 14 | 137.6 | 5.908 |
how the worst max path moves through the flow:
stage / from / endpoint / slack, ns / depth (start not counted)
4_1_cts: count[0] / filter_scan[7] / 0.84 / 5
5_1_grt: count[0] / filter_scan[4] / 0.69 / 5
6_report: count[0] / filter_scan[7] / 0.84 / 5
placed cells by master (no fill, tap or decap), types with 2 or more instances in the layout:
master / n
edfxtp_1: 40
dfxtp_1: 15
clkdlybuf4s50_1: 13
inv_1: 11
xor2_1: 8
nor2_1: 8
nor2b_1: 7
nand2_1: 6
a21oi_1: 6
ha_1: 6
nand2b_1: 3
nand3_1: 3
clkbuf_8: 3
nor4_2: 2
or2_2: 2
nand4_1: 2
cells by family (layout without fill, tap and decap cells):
| family | count (synthesis) | after routing | share of synthesized area, % |
|---|---|---|---|
| compound gates | 13 | 13 | 4.325 |
| xor+xnor | 8 | 8 | 3.411 |
| fa+ha+maj | 6 | 6 | 3.654 |
| buf+inv | 12 | 29 | 2.253 |
| flops | 56 | 56 | 74.30 |
| mux | 2 | 2 | 1.035 |
| other cells | 1 | 1 | 0.1825 |
| simple gates | 38 | 38 | 10.84 |
worst register-to-register path, cell delays in order (launching register included):
cell,delay (ns)
edfxtp_1,0.42
inv_1,0.10
ha_1,0.48
nand2b_1,0.14
a21oi_1,0.16
buf_4,0.19
metrics by stage:
stage | util, % | worst slack (ns) | hold slack, ns | area [µm²]
5_1_grt | 35.87 | 0.6858 | 0.5642 | 2330
4_1_cts | 35.87 | 0.8392 | 0.4927 | 2330
3_5_place_dp | 35.16 | 0.8702 | 0.4711 | 2283
6_report | 35.87 | 0.8378 | 0.4831 | 2330
2_1_floorplan | - | 0.8038 | 0.4229 | 2054
3_3_place_gp | 35.16 | 0.9113 | 0.4801 | 2283
Power and IR drop assume default switching activity.
